File: flow/config.mk
export PLATFORM = sky130hd
export DESIGN_NAME = mem_array
export DESIGN_NICKNAME = mem_array
export VERILOG_FILES = /design/flow/design.v
export SDC_FILE = /design/flow/constraint.sdc
export NUM_CORES = 4
export LEC_CHECK = 1
export CORE_UTILIZATION = 50
export SYNTH_MEMORY_MAX_BITS = 65536
File: flow/design.v
module mem_array(
	input clk,
	input [9:0]address,
	input [7:0]data_in,
	input write_en,
	output reg [7:0]data_out
);
reg [7:0]memory[0:1023];
always@(posedge clk)begin
	if(write_en)begin
		memory[address]<=data_in; 
	end else begin
		data_out<=memory[address]; 
	end
end
endmodule
File: flow/run.sh
#!/bin/bash
# OpenROAD 26Q1-2900-gdf79404cd8, Yosys 0.63+post, stock flow scripts
make -C /OpenROAD-flow-scripts/flow DESIGN_CONFIG=/design/flow/config.mk WORK_HOME=/design/flow/orfs finish
File: flow/constraint.sdc
current_design mem_array

set clk_period 35.6
set clk_io_pct 0.2

create_clock -name clk0 -period $clk_period [get_ports {clk}]

set non_clock_inputs [all_inputs -no_clocks]
set_input_delay [expr $clk_period * $clk_io_pct] -clock clk0 $non_clock_inputs
set_output_delay [expr $clk_period * $clk_io_pct] -clock clk0 [all_outputs]
==> results_tabular.tex <==
% Auto-generated results table
\begin{tabular}{lr}
\hline
Metric & Value \\
\hline
\multicolumn{2}{l}{\textbf{Pwr}} \\
Power per Cell Area & 55.3 nW/µm² \\
Worst vdd rail ir drop & between 0.05 and 0.06 mV \\
Leakage power & around 110 nW \\
Total chip power & 19.6 mW \\
\multicolumn{2}{l}{\textbf{Synthesis}} \\
FF+latch count, synth & 8200 \\
Count of distinct cell types in the synthesized netlist & 57 \\
Yosys stat chip area & 316000 µm² \\
Mean cell area of the mapped netlist & approximately 20 µm² \\
Count of flip-flops with a built-in enable after synthesis & 8200 \\
Synthesized cell area & roughly 320000 µm² \\
Async set-or-reset flop fraction in the synthesized netlist & 0 \\
Yosys warns & 1 \\
Post-synthesis sequential area ratio & 0.779 \\
Post-Synthesis Cells & about 16000 \\
Cell total in the yosys stat output & between 15000 and 20000 \\
Primary flip-flop cell chosen by synthesis mapping & edfxtp\_1 \\
\multicolumn{2}{l}{\textbf{Final timing}} \\
Final worst hold slack & 962 ps \\
Unrepaired setup endpoints after global routing & false \\
Final hold vios & 0 \\
Total Negative Setup Slacks & 0 ps \\
Worst clock skew & 69.7 ps \\
Max Fclk & 0.0701 GHz \\
Final setup margin & 21330 ps \\
Worst-case headroom to the max-slew limit & 0.0789 \\
Least-Margin Pin Slew & 1380 ps \\
Cycle use final & 0.401 \\
Post-layout minimum cycle time & about 14000 ps \\
Setup violators final & 0 \\
Pins over their slew limit & 0 \\
\multicolumn{2}{l}{\textbf{Min path}} \\
Class of the most critical hold timing path & flop to flop \\
Hold path cells & 4 \\
\multicolumn{2}{l}{\textbf{Drt}} \\
Average wire length per cell after detail routing & 34.4 µm \\
Drt drc & 0 \\
Drt initial violations & $\sim$12000 \\
Number of vias after detailed routing & 159688 \\
Count of nets left with antenna violations after detail routing & 0 \\
Drt first pass iters & 5 \\
Number of vias per cell after detailed routing & 6.15 \\
Total wire length & about 900 mm \\
\multicolumn{2}{l}{\textbf{Setup path}} \\
Max incr delay on CP & 710 ps \\
Critical path data arrival time & $\sim$15000 ps \\
Cells on worst reg2reg path & 8 \\
Worst-path cell chain & buf\_16, buf\_4, buf\_4, buf\_4, buf\_4, buf\_4, buf\_4, buf\_4, buf\_4, buf\_4, mux4\_2, a22oi\_1, a21oi\_1, o2111ai\_1, buf\_4, nand4\_1, or3\_1 \\
Worst setup path class & input pin to flop \\
Endpoint type of the worst setup path & flop \\
Maximum net fanout on the critical path & 64 \\
Startpoint type of the worst setup path & input pin \\
Dominant cell type by count on the critical path & buf\_4 \\
Critical-path top delay cell & buf\_4 \\
Data required, critical path & 36480 ps \\
\multicolumn{2}{l}{\textbf{Floorplan}} \\
Die X & 797 µm \\
Overall chip area & between 600000 and 700000 µm² \\
Number of top-level pins & 28 \\
Starting density of the core & 0.502 \\
Die Y & between 700 and 800 µm \\
Count of standard-cell rows & 291 \\
Core area & 629000 µm² \\
\multicolumn{2}{l}{\textbf{GRT}} \\
Global-route usage over all layers & 0.318 \\
Number of global-route vias before repair & roughly 170k \\
Wire length of the first global-routing pass & 1260 mm \\
Total gr overflow & 0 \\
Largest net degree at the start of global routing & between 100 and 150 \\
Number of antenna violations at the first check in global routing & 81 \\
\multicolumn{2}{l}{\textbf{Clocking}} \\
Number of setup buffers added after CTS & 0 \\
Number of buffers inserted during clock tree synthesis & 811 \\
Clock tree from TritonCTS & yes \\
Number of gates resized after CTS & 0 \\
Latest clock arrival within the worst-skew pair & 1170 ps \\
Total of hold buffers inserted after clock tree synthesis & 0 \\
Number of H-tree levels & 6 \\
Clk root buf & clkbuf\_16 \\
Worst-path clk slew & around 60 ps \\
Buffer levels on the longest clock path & 4 \\
Number of clock sinks seen by CTS & 8200 \\
\multicolumn{2}{l}{\textbf{Placed design}} \\
Standard cell area after detailed placement & 329000 µm² \\
Setup WS pre-CTS & roughly 20000 ps \\
Final weighted congestion in routability-driven placement & roughly 0.91 \\
Half-perimeter wire length after detailed placement & 552 mm \\
Count of buffers inserted at the top-level ports & 27 \\
\multicolumn{2}{l}{\textbf{Job}} \\
Number of maximum-capacitance violations & 0 \\
OpenROAD warning count & around 46 \\
\multicolumn{2}{l}{\textbf{Cells and area}} \\
Synth-to-layout area growth & 11.9\% \\
Share of final-layout standard cells stronger than drive strength 1 & 0.169 \\
Final standard cell area without fillers & 354000 µm² \\
\multicolumn{2}{l}{\textbf{Outcome}} \\
Run status & finished, final reports clean \\
\hline
\end{tabular}
==> cells in the mapped netlist, types with 44 or more instances <==
master,count,area [µm²]
mux2i_1,2255,22600
o2111ai_1,74,648
nor2_1,1225,4600
clkbuf_1,411,1540
o22ai_1,878,5490
mux4_2,964,21700
nand2_1,260,976
nand4_1,44,275
nor3_1,72,360
nor4_1,242,1510
buf_1,120,450
a21oi_1,95,475
nand3_1,159,796
buf_6,44,495
o21ai_0,178,891
edfxtp_1,8200,246000
a22oi_1,222,1670
buf_2,422,2110
buf_4,60,450
o221ai_1,57,499
==> through the flow <==
step,instances,util
2_1_floorplan,16235,-
5_1_grt,25886,0.562
3_3_place_gp,24377,0.522
6_report,25974,0.562
3_5_place_dp,24378,0.522
4_1_cts,25833,0.562
==> placed cells by master, fill, tap and decap left out, types with 11 or more instances in the layout <==
master	netlist	layout
edfxtp_1	8200	8200
clkinv_1	0	202
buf_12	1	21
o2111ai_1	74	73
o21ai_0	178	177
nand2_1	260	229
clkinv_2	0	117
or4_1	12	11
clkbuf_1	411	220
a31oi_1	35	35
nand3_1	159	158
a22oi_1	222	222
nand2_4	0	30
o221ai_1	57	57
a21oi_1	95	95
diode_2	0	140
nor3_1	72	71
nor4_1	242	241
inv_6	0	17
nor2_1	1225	1217
o211ai_1	12	12
a211oi_1	16	16
inv_16	0	15
a22o_1	38	38
mux4_2	964	964
mux2i_1	2255	2255
a2111oi_0	25	21
o22ai_1	878	878
nand4_1	44	44
buf_4	60	807
clkbuf_16	0	819
mux2_2	23	23
clkinv_8	0	13
bufinv_16	0	35
==> final cells by class <==
| type | instances | area [µm²] |
|---|---|---|
| clock inverter | 416 | 3320 |
| tap | 8350 | 10400 |
| clock buffer | 1039 | 21300 |
| sequential | 8200 | 246000 |
| timing repair buffer | 856 | 6860 |
| inverter | 2 | 7.51 |
| fill | 46107 | 275000 |
| antenna | 140 | 350 |
| multi-input combinational | 6971 | 65000 |
==> metal layers <==
layer / GRT usage / share of wire / vias up
li1: - / - / 67950
met1: 0.414 / 0.32 / 80786
met2: 0.432 / 0.46 / 9121
met3: 0.254 / 0.19 / 1722
met4: 0.106 / 0.041 / 109
met5: 0.0140 / 0.0016 / -
==> path summary, 6_finish.rpt <==
| check | to | slack, ps | from |
|---|---|---|---|
| max | data_out[6] | 21330 | address[1] |
| min | data_out[5] | 960 | memory[846][5] |
| max reg2reg | data_out[4] | 31050 | memory[206][4] |
| min reg2reg | data_out[5] | 960 | memory[846][5] |
==> critical path: cells and delay by family <==
family,cells,cell delay [ps]
buf+inv,11,5930
compound gates,3,780
simple gates,2,540
mux,1,420
==> cells by family after synthesis <==
logic type	synth area share
and+or+nand+nor	0.0288
AOI/OAI and AO/OA	0.0345
muxes	0.141
buffers and inverters	0.0163
DFF	0.779
==> sequential cells by signal, indices dropped and copies added, names as in the netlist <==
signal / count
memory: 8192
data_out: 8
==> power breakdown <==
group	total, mW	internal [mW]	switching, mW	leakage, nW
clock	8.04	4.47	3.57	12.0
sequential	10.6	10.6	0.00383	73.7
combinational	0.876	0.263	0.613	28.7
total	19.6	15.4	4.19	114
No activity file was given, so power comes from the tool's default toggle rates.
