$ cat config.mk
export PLATFORM = sky130hd
export DESIGN_NAME = decoder_4to16
export DESIGN_NICKNAME = decoder_4to16
export VERILOG_FILES = /design/flow/design.v
export SDC_FILE = /design/flow/constraint.sdc
export NUM_CORES = 4
export LEC_CHECK = 1
export CORE_AREA = 10 10 70 70
export DIE_AREA = 0 0 80 80
$ cat constraint.sdc
current_design decoder_4to16

set clk_period 1.0
set clk_io_pct 0.2

create_clock -name clk0 -period $clk_period

set non_clock_inputs [all_inputs -no_clocks]
set_input_delay [expr $clk_period * $clk_io_pct] -clock clk0 $non_clock_inputs
set_output_delay [expr $clk_period * $clk_io_pct] -clock clk0 [all_outputs]
$ cat design.v
module decoder_4to16(w,x,y,z,d0,d1,d2,d3,d4,d5,d6,d7,d8,d9,d10,d11,d12,d13,d14,d15);
input w,x,y,z;
output d0,d1,d2,d3,d4,d5,d6,d7,d8,d9,d10,d11,d12,d13,d14,d15;
wire d0,d1,d2,d3,d4,d5,d6,d7,d8,d9,d10,d11,d12,d13,d14,d15;
decoder_3to8 decoder2(~w,x,y,z,d0,d1,d2,d3,d4,d5,d6,d7);
decoder_3to8 decoder3(w,x,y,z,d8,d9,d10,d11,d12,d13,d14,d15);
endmodule
module decoder_3to8(en,x,y,z,d0,d1,d2,d3,d4,d5,d6,d7);
input en,x,y,z;
output d0,d1,d2,d3,d4,d5,d6,d7;
wire d0,d1,d2,d3,d4,d5,d6,d7;
wire p,q,r;
not n0(p,x);
not n1(q,y);
not n2(r,z);
and a0(d0,p,q,r,en);
and a1(d1,p,q,z,en);
and a2(d2,p,y,r,en);
and a3(d3,p,y,z,en);
and a4(d4,x,q,r,en);
and a5(d5,x,q,z,en);
and a6(d6,x,y,r,en);
and a7(d7,x,y,z,en);
endmodule
$ cat run.sh
#!/bin/bash
# OpenROAD 26Q1-2900-gdf79404cd8, Yosys 0.63+post, stock flow scripts
make -C /OpenROAD-flow-scripts/flow DESIGN_CONFIG=/design/flow/config.mk WORK_HOME=/design/flow/orfs finish
==> results.txt <==
On the backend side, the flow ran end to end.

Looking at the critical path, the highest net fanout was 5. The area recorded from the Yosys report for this design is 231 µm². The antenna diode count stands at 0. The die is 80 µm tall.

The analysis attributes to net switching a power of 0.0000786 W. The register share after synthesis stands at 0%. The flow ran to the end, but the final reports show violations.

The number of antenna violations at the first check in global routing stands at 0. Among the stages of the critical path, the cell type that occurs most often is buf_6. Per the GRT log, the top usage layer is met2.

The power density over cell area stands at 324 nW/µm². The clock network accounts for 0% of the total power. Entering global routing, the biggest net connects 9 pins. The number of I/O port buffers stands at 20. The number of sequential cells reported for the layout is 0.

The leakage dissipation stands at 0.330 nW. Global routing used 4.82% of the available met2 tracks. Note that the worst hold path type here is in -> out. The first global-routing pass estimated 1.80 mm of wire. In the global route stage, overall resource usage came out at 3.42%.

The max-capacitance violation count stands at 0. The I/O pin count stands at 20. The data required time reported for the critical path is 0.80 ns. Based on the critical path, the design can be clocked at up to 882 MHz.

The timing report gives the biggest stage delay along the critical path as 0.24 ns. In the final report, the number of endpoints failing setup comes to 10. Per report_power, the sequential group accounts for 0% of the total. The combinational power share stands at 100.0%. The relative area change from synthesis to final layout stands at 184%. The number of search-and-repair iterations in the first detailed-routing pass stands at 4. The count of standard-cell rows stands at 21.

Looking at the max-slew report, the worst-margin pin has a slew of 0.193 ns. STA classifies the critical path startpoint as an input port. The remaining number of nets flagged by the antenna check after routing stands at 0.

The total number of yosys warnings stands at 0. The synthesis run shows the most used standard cells to be and4b_1, nor4b_2, and4bb_1. In this run the standard cell core region covers 3420 µm².

Switching power as a fraction of the total was reported as 36.9%. The half-perimeter wire length after placement stands at 777 µm. Internal power comes to 0.000134 W. The script reports the combined buffer and inverter count of the critical path as 4. Before any placement, the netlist area is recorded as 231 µm². The fraction of the core area occupied by cells at floorplan stands at 6.78%. Among cell families on the critical path, the largest total delay comes from buffers and inverters. The area taken by sequential standard cells is reported as 0 µm². The final timing summary puts the cycle share of the worst path at 113%. In this run the VDD rail shows a maximum IR drop of 0.0458 mV. The total power stands at 0.000213 W. After layout, the worst setup slack is -0.134 ns. Among all stages on the critical path, the largest delay is contributed by nor4_4. The final-report hold violation count stands at 0.

The number of cells in Yosys stat stands at 20. The checks that failed: setup timing. The total number of warnings across the stage logs stands at 34. In the global route stage, met1 resource usage came out at 4.48%. For reference, the most critical setup path is categorized as in -> out.

The final instance area stands at 657 µm². Setup repair after global routing could not meet its margin everywhere. The number of hold-repair buffers added at the cts stage stands at 0. The number of placed instances with taps included stands at 91.

The met3 track demand over resource stands at 2.27%. Summed over all instances, the cell type with the most area after synthesis is nor4b_2. Listed in order, past its start point the critical path passes buf_6, buf_6, buf_8, nor4_4, buf_2. The via count of the first global-routing pass was 336. The area fraction of the largest cell type after synthesis is 25.9%. The standard cell area after detailed placement stands at 519 µm². The routed design shows a wire length per standard cell of 12.2 µm. The per-instance average area after synthesis stands at 11.6 µm². The chip occupies 6400 µm².

The layout clock buffer count stands at 0. The gate-level netlist out of Yosys references 9 unique cell types. Synthesis handed over a netlist of 20 instances.

After the first detailed-routing iteration, the DRC count stood at 12. On the critical path the data arrives at 0.93 ns. Detailed routing inserted a total of 327 vias. Headroom to the max-slew limit came out at 87.1%. The max-slew violation total from the final report stands at 0. STA classifies the critical path endpoint as a primary output. Summed over all layers, the routed wires come to 1.25 mm. The final standard cell count with taps included and fillers excluded stands at 102. The finished layout reports a core utilization of 19.2%. The share of post-route cells with drive strength above 1 stands at 85.7%. The number of vias per cell after detailed routing stands at 3.21.

According to the floorplan report, the die width is 80 µm. The DRC violation count after routing stands at 0. The shortest clock period the worst path allows after layout stands at 1.13 ns.

After global routing the overflow that remains totals 0. After synthesis, the cell types taking the most area are nor4b_2, and4b_1, and4bb_1. The final estimated routing congestion in global placement stands at 0.693.
## path summary, 6_finish.rpt
check	start	slack, ns	to	cells after the start
max	x	-0.13	d0	5
min	z	0.73	d10	4
## metal layers
layer	part of all wire [%]	wire length [µm]
met1	45	561
met2	39	493
met3	16	194
met4	0	0
met5	0	0
## kinds of logic after synthesis
| logic type | synth area share, % |
|---|---|
| AND/OR/NAND/NOR | 83.8 |
| buffers and inverters | 16.2 |
## tightest hold or removal path: cells and delay by family
kind | cells | cell delay [ns]
buf+inv | 3 | 0.29
simple gates | 1 | 0.03
## layout by cell type, fill, tap and decap left out, drive strengths merged
master	synthesis	layout
and4	1	1
and4b	4	4
and4bb	5	5
buf	4	39
clkbuf	0	1
nor4	1	1
nor4b	4	4
nor4bb	1	1
## metrics by stage
step	TNS (ns)	worst slack (ns)	hold slack (ns)
final	-0.730	-0.134	0.727
after detailed placement	-12.72	-0.846	1.47
after global routing	-1.14	-0.175	0.753
after CTS	-0.673	-0.115	0.734
after global placement	-12.66	-0.840	1.48
after floorplan	0	0.264	0.413
## area by class of cell
| cell class | count | area [µm²] |
|---|---|---|
| fill | 361 | 2760 |
| timing repair buffer | 40 | 347 |
| multi-input combinational | 16 | 253 |
| tap | 46 | 57.6 |
## power by group through the flow
| stage | combinational [W] | clock, W | sequential, W |
|---|---|---|---|
| 4_1_cts | 0.000186 | 0 | 0 |
| 5_1_grt | 0.000227 | 0 | 0 |
| 6_report | 0.000213 | 0 | 0 |
## repair_timing
item,in CTS,in global routing
pin swaps,9,4
gates cloned,2,0
setup buffers,8,1
setup endpoints to repair,16,15
gates resized,92,8
No activity file was given, so power comes from the tool's default toggle rates.
