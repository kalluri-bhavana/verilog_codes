## flow/design.v

```verilog
module onebitfa(a,b,cin,s,c0);
input a,b,cin;
output s,c0;
assign s=a^b^cin;
assign c0=(a&b)| (a&cin) | (b&cin);
endmodule
module fourbitfa(a,b,cin,s,c0);
input [3:0]a,b;
input cin;
output [3:0]s;
output c0;
wire q1,q2,q3;
onebitfa a_1(a[0],b[0],cin,s[0],q1);
onebitfa a_2(a[1],b[1],q1,s[1],q2);
onebitfa a_3(a[2],b[2],q2,s[2],q3);
onebitfa a_4(a[3],b[3],q3,s[3],c0);
endmodule
module eightbitfa(a,b,cin,s,c0);
input [7:0]a,b;
input cin;
output [7:0]s;
output c0;
wire q4;
fourbitfa a_5(a[3:0],b[3:0],cin,s[3:0],q4);
fourbitfa a_6(a[7:4],b[7:4],q4,s[7:4],c0);
endmodule
module sixteenbitfa(a,b,cin,s,c0);
input [15:0]a,b;
input cin;
output [15:0]s;
output c0;
wire q5;
eightbitfa a_7(a[7:0], b[7:0], cin, s[7:0], q5);
eightbitfa a_8(a[15:8], b[15:8], q5, s[15:8], c0);
endmodule
module thirtytwobitfa(a,b,cin,s,c0);
input [31:0]a,b;
input cin;
output [31:0]s;
output c0;
wire q6;
sixteenbitfa a_9(a[15:0], b[15:0], cin, s[15:0], q6);
sixteenbitfa a_10(a[31:16], b[31:16], q6, s[31:16], c0);
endmodule
```

## flow/run.sh

```bash
#!/bin/bash
# OpenROAD 26Q1-2900-gdf79404cd8, Yosys 0.63+post, stock flow scripts
make -C /OpenROAD-flow-scripts/flow DESIGN_CONFIG=/design/flow/config.mk WORK_HOME=/design/flow/orfs finish
```

## flow/config.mk

```make
export PLATFORM = sky130hd
export DESIGN_NAME = thirtytwobitfa
export DESIGN_NICKNAME = thirtytwobitfa
export VERILOG_FILES = /design/flow/design.v
export SDC_FILE = /design/flow/constraint.sdc
export NUM_CORES = 4
export LEC_CHECK = 1
export CORE_AREA = 10 10 113 113
export DIE_AREA = 0 0 123 123
```

## flow/constraint.sdc

```tcl
current_design thirtytwobitfa

set clk_period 14.0
set clk_io_pct 0.2

create_clock -name clk0 -period $clk_period

set non_clock_inputs [all_inputs -no_clocks]
set_input_delay [expr $clk_period * $clk_io_pct] -clock clk0 $non_clock_inputs
set_output_delay [expr $clk_period * $clk_io_pct] -clock clk0 [all_outputs]
```

==> summary.txt <==
Purpose: to document the outcome of synthesis and place and route.

Final layout
In this run the layout overhead on the synthesized area is reported as 104%. The count of clock-net buffers in the final layout is 0. In the final layout, the share of cells above drive strength 1 is 35.0%.

The count of flip-flops and latches is 0. The cell area after layout is 1880 µm². Per the layout area report, the register area comes to 0 µm². The number of standard cells in the layout, taps in and fillers out is 276. Cells fill 18.2% of the core in the end. The tally of filler cells in the layout is 1127. Summing all multi-input logic gate instances after layout gives 718 µm².

Synthesis
For this run, the register share of the synthesized area comes to 0%. The cell total in the yosys stat output is 74. The stat command in Yosys gives a chip area of 918 µm². The Yosys warning count is 0. In this run the mean area of a mapped cell was 12.4 µm². The cell taking the most area after synthesis is fa_1. In the post-synthesis netlist, the biggest area contributors are fa_1 70%, buf_4 26%, inv_1 4.1%. Summing every instance area after synthesis gives 918 µm². In the synthesized netlist, the number of instances is 74. The commonest cells after synthesis are 32 x buf_4, 32 x fa_1, 10 x inv_1. The number of distinct library cells after synthesis is 3.

The fraction of synthesized cell area taken by the top area cell type is 69.8%.

Place
The count of buffers added on input and output ports is 98. The placed instances occupy a cell area of 1920 µm². After legalization and detailed placement, the total HPWL measured 3.30 mm. The congestion estimate from routability-driven global placement came to 0.818.

The cell total after placement is 276.

Pwr
Per the OpenROAD power report, leakage power amounts to 0.656 nW. The maximum ir drop on the vdd rail is 0.0000136 V. Per the summary, power density relative to cell area is 39.9 nW/µm². After layout, the design draws a total of 0.0749 mW.

Worst setup path
The largest stage delay on the critical path is 0.39 ns. The end point of the critical path is s[31]. The data required time at the worst endpoint is 11.20 ns. The cell type of the slowest stage on the worst timing path is fa_1. The most numerous cell on the critical path is fa_2. The startpoint type of the worst setup path is a primary input. Per STA, the startpoint of the critical path is a[0]. In the setup report, the worst path falls into the class primary input to primary output. The biggest fanout along the worst timing path is 1. STA classifies the critical path endpoint as a primary output. Data arrives at the worst endpoint at 14.21 ns.

Status
The run finished, with violations left. The checks that failed: setup timing.

Timing
Across all setup checks in the final design, the least slack found is -3.01 ns. The maximum operating frequency is 58.8 MHz. The number of hold violations in the final report is 0.

The max-slew violation total from the final report is 0. The portion of the clock cycle consumed by the worst path in the final layout is 122%. The headroom to the max-slew limit is 92.0%.

Setup repair after global routing could not meet its margin everywhere. The transition time at the pin with the least slew margin is 0.120 ns. The final setup violation count is 10. After layout, the minimum clock period comes to 17.01 ns.

Global routing
The total overflow left after global routing is 0. Entering global routing, the biggest net connects 2 pins. The global-route wire length before repair is 5.07 mm.

The initial antenna violation count is 0. The number of global-route vias before repair is 956. The total track usage is 4.31%.

Hold path
The class of the tightest hold or removal check is primary input to primary output.

Route
The routed layout reports a DRC error count of 0. The mean number of vias per cell is 2.72. The number of nets with antenna violations after routing is 0. The routed design shows a wire length per standard cell of 12.2 µm. The detailed-route via count is 752.

For this run, the detailed router's first-pass iteration total came to 2. The antenna diode count is 0. The violation tally recorded at the end of detailed-routing iteration 0 is 3.

The detailed router reported a total wirelength of 3.36 mm.

Floorplan
The die height is 123 µm. According to the floorplan report, the placeable core area is 10300 µm². The number of ports placed on the die boundary is 98. Measured along the x axis, the die boundary spans 123 µm. Before placement the cells fill 8.90% of the core. The floorplan has 37 rows.

The chip area is 15100 µm².

Run
The number of max-cap violations is 0. The logs give a warning total of 35.

Clock tree
Per the repair_timing log after CTS, setup buffers inserted total 0.
-- kinds of logic (layout without fill, tap and decap cells) --
group	Yosys count	count (layout)	share of synthesized area, %
fa+ha+maj	32	32	69.8
buf+inv	42	108	30.2
-- metal layers --
metal	vias up	global-route usage, %	part of all wire [%]
li1	312	-	-
met4	0	0	0
met3	0	4.95	33
met1	342	4.99	36
met2	98	5.49	31
met5	-	0	0
-- critical path, delay by kind of cell --
kind | cells | cell delay, ns
buf+inv | 6 | 0.39
fa+ha+maj | 32 | 11.02
-- what timing repair did --
action | CTS | global route
endpoints found under the hold margin | 0 | 0
endpoints found under the setup margin | 13 | 11
resized | 52 | 1
hold buffers | 0 | 0
pin swaps | 1 | 1
-- worst min path at each step --
| stage | startpoint | end | slack (ns) | cells after the start |
|---|---|---|---|---|
| after CTS | b[0] | s[0] | 6.36 | 5 |
| after global routing | b[0] | s[0] | 6.40 | 5 |
| final | b[0] | s[0] | 6.35 | 5 |
-- layout by cell type (no fill, tap or decap) --
cell,count
inv_6,1
inv_1,5
buf_2,10
fa_1,1
fa_2,31
clkdlybuf4s50_1,81
inv_2,3
buf_8,1
buf_6,2
dlygate4sd2_1,4
inv_12,1
-- layout make-up --
| cell class | instances | share of cell area, % |
|---|---|---|
| repair buffers | 98 | 49.7 |
| well taps | 136 | 9.07 |
| inverters | 10 | 2.93 |
| multi-input cells | 32 | 38.3 |
-- power by group --
part | leakage [nW] | switching, mW | internal (mW)
sequential | 0 | 0 | 0
combinational | 0.656 | 0.0217 | 0.0532
clock | 0 | 0 | 0
total | 0.656 | 0.0217 | 0.0532
-- per-stage QoR --
| step | hold WS, ns | setup slack [ns] | TNS (ns) |
|---|---|---|---|
| final | 6.35 | -3.01 | -17.73 |
| after global routing | 6.40 | -3.39 | -20.99 |
| after CTS | 6.36 | -3.10 | -18.57 |
| after detailed placement | 6.66 | -3.93 | -28.25 |
| after global placement | 6.67 | -3.92 | -28.09 |
| after floorplan | 5.83 | -2.62 | -13.88 |
Power figures rest on the tool's default switching activity, not on a simulated workload.
